**./constraint.sdc**
```tcl
current_design cordic_vectoring_top

set clk_period 8.0
set clk_io_pct 0.2

create_clock -name clk0 -period $clk_period [get_ports {clk}]

set non_clock_inputs [all_inputs -no_clocks]
set_input_delay [expr $clk_period * $clk_io_pct] -clock clk0 $non_clock_inputs
set_output_delay [expr $clk_period * $clk_io_pct] -clock clk0 [all_outputs]
```
**./run.sh**
```bash
#!/bin/bash
# OpenROAD 26Q1-2900-gdf79404cd8, Yosys 0.63+post, stock flow scripts
make -C /OpenROAD-flow-scripts/flow DESIGN_CONFIG=/design/flow/config.mk WORK_HOME=/design/flow/orfs finish
```
**./design.v**
```verilog
`timescale 1ns / 1ps
module assign_inital #(parameter data_width=16,cordic_steps=16)(
    input clk,
    input nreset,
    input enable,
    input signed [data_width-1:0] x_vec_in,
    input signed [data_width-1:0] y_vec_in,
    input [1:0] quad_in,
    output signed [data_width-1:0] x_vec_out,
    output signed [data_width-1:0] y_vec_out,
    output reg [cordic_steps-1:0]micro_rotation_out,
    output reg [1:0] quad_out,
    output reg done
    );
    reg [data_width-1:0]x_temp_out,y_temp_out;
    assign x_vec_out = x_temp_out;
    assign y_vec_out = y_temp_out;
    always @(posedge clk or negedge nreset) begin
        if (~nreset) begin
            x_temp_out <= {data_width{1'b0}};
            y_temp_out <= {data_width{1'b0}};
            micro_rotation_out <= {cordic_steps{1'b0}};
            done <= 1'b0;
        end
        else begin
            if (enable) begin
                x_temp_out <= x_vec_in + y_vec_in;
                y_temp_out <= y_vec_in - x_vec_in;
                micro_rotation_out <= {{(cordic_steps-1){1'b0}},1'b1};
                quad_out <= quad_in;
                done <= 1'b1;
            end
            else begin
                done <= 1'b0;
            end
        end
    end
endmodule
`timescale 1ns / 1ps
module vectoring_quadrant_init#(parameter data_width=16)(
    input clk,
    input enable,
    input nreset,
    input signed [data_width-1:0] x_vec_in,
    input signed [data_width-1:0] y_vec_in,
    output reg done,
    output reg signed [data_width-1:0] x_vec_out,
    output reg signed [data_width-1:0] y_vec_out,
    output reg [1:0]quadrant
    );
    always @(posedge clk) begin
        if (~nreset) begin
            x_vec_out <= {data_width{1'b0}};
            y_vec_out <= {data_width{1'b0}};
            quadrant <= 2'b00;
            done <= 1'b1;
        end
        else begin
            if (enable) begin
                if (x_vec_in[data_width-1]==1'b1) begin
                    if (y_vec_in[data_width-1]==1'b1) begin
                        x_vec_out <= -x_vec_in;
                        y_vec_out <= -y_vec_in;
                        quadrant <= 2'b11;
                    end
                    else begin
                        x_vec_out <= -x_vec_in;
                        y_vec_out <= y_vec_in;
                        quadrant <= 2'b10;
                    end
                end
                else begin
                    if (y_vec_in[data_width-1]==1'b1) begin
                        x_vec_out <= x_vec_in;
                        y_vec_out <= -y_vec_in;
                        quadrant <= 2'b01;
                    end
                    else begin
                        x_vec_out <= x_vec_in;
                        y_vec_out <= y_vec_in;
                        quadrant <= 2'b00;
                    end
                end
                done <= 1'b1;
            end
            else begin
                x_vec_out <= {data_width{1'b0}};
                y_vec_out <= {data_width{1'b0}};
                quadrant <= 2'b00;
                done <= 1'b1;
            end
        end
    end
endmodule
`timescale 1ns / 1ps
module cordic_vectoring_top #(parameter data_width=16,cordic_steps=16,angle_width=20)(
    input clk,
    input nreset,
    input enable,
    input signed [data_width-1:0] x_vec_in,
    input signed [data_width-1:0] y_vec_in,
    output wire signed [data_width-1:0] x_vec_out,
    output [cordic_steps-1:0] micro_rotation,
    output reg signed [angle_width-1:0] angle,
    output reg done
    );
    wire signed [data_width-1:0] x [0:cordic_steps];
    wire signed [data_width-1:0] y [0:cordic_steps];
    wire [0:cordic_steps-1] status;
    wire quad_out;
    wire [1:0] quadrant [0:cordic_steps];
    wire done_angle_conversion;
    wire signed [angle_width-1:0] temp_angle;
    reg counter=0;
    reg signed [data_width-1+16:0] temp_x_vec_out=0;
    wire signed [data_width-1:0] temp_x_vec_in;
    wire signed [data_width-1:0] temp_y_vec_in;
    wire [cordic_steps-1:0]temp_micro_rotation[cordic_steps-1:0];
    assign x[0] = temp_x_vec_in;
    assign y[0] = temp_y_vec_in;
    assign micro_rotation = temp_micro_rotation[cordic_steps-1];
    vectoring_quadrant_init#(16)
    quad(
        .clk(clk),
        .enable(enable),
        .nreset(nreset),
        .x_vec_in(x_vec_in),
        .y_vec_in(y_vec_in),
        .done(quad_out),
        .x_vec_out(temp_x_vec_in),
        .y_vec_out(temp_y_vec_in),
        .quadrant(quadrant[0])
        );
    assign_inital INITIAL(
        .clk(clk),
        .nreset(nreset),
        .enable(quad_out),
        .x_vec_in(x[0]),
        .y_vec_in(y[0]),
        .quad_in(quadrant[0]),
        .x_vec_out(x[1]),
        .y_vec_out(y[1]),
        .quad_out(quadrant[1]),
        .micro_rotation_out(temp_micro_rotation[0]),
        .done(status[0])
        );
    genvar i;
    generate
        for (i=1;i<cordic_steps;i=i+1) begin:gen_vectoring
            stages #(
                .data_width(data_width),
                .rotation_stage(i),
                .cordic_steps(cordic_steps)
            )
            STAGE(
                .clk(clk),
                .nreset(nreset),
                .enable(status[i-1]),
                .x_vec_in(x[i]),
                .y_vec_in(y[i]),
                .quad_in(quadrant[i]),
                .micro_rotation_in(temp_micro_rotation[i-1]),
                .x_vec_out(x[i+1]),
                .y_vec_out(y[i+1]),
                .quad_out(quadrant[i+1]),
                .micro_rotation_out(temp_micro_rotation[i]),
                .done(status[i])
                );
        end
    endgenerate
    micro_to_angle #(
        .cordic_steps(cordic_steps),
        .angle_width(angle_width)
    )
    angle_conversion(
        .clk(clk),
        .nreset(nreset),
        .enable(enable),
        .micro_rotation(temp_micro_rotation[cordic_steps-1]),
        .quadrant(quadrant[cordic_steps]),
        .angle_out(temp_angle),
        .done(done_angle_conversion)
        );
    assign x_vec_out = temp_x_vec_out[data_width+7:8];
    always @(posedge clk) begin
        if (~nreset) begin
            done <= 1'b0;
        end
        else begin
            if (done_angle_conversion) begin
                    temp_x_vec_out <= x[cordic_steps]*(16'b0000000010011011);
                    angle <= temp_angle;
                    done <= 1'b1;
            end
        end
    end
endmodule
`timescale 1ns / 1ps
module micro_to_angle #(parameter cordic_steps=16,angle_width=16)(
    input clk,
    input nreset,
    input enable,
    input [1:0]quadrant,
    input [cordic_steps-1:0]micro_rotation,
    output reg signed [angle_width-1:0]angle_out,
    output reg done
    );
    wire signed [angle_width-1:0] atan [cordic_steps-1:0];
    assign atan[0] = 20'h02000; 
    assign atan[1] = 20'h012E4;
    assign atan[2] = 20'h009FB;
    assign atan[3] = 20'h00511;
    assign atan[4] = 20'h0028B;
    assign atan[5] = 20'h00145;
    assign atan[6] = 20'h000A2;
    assign atan[7] = 20'h00051;
    assign atan[8] = 20'h00028;
    assign atan[9] = 20'h00014;
    assign atan[10] = 20'h0000A;
    assign atan[11] = 20'h00005;
    assign atan[12] = 20'h00002;
    assign atan[13] = 20'h00001;
    assign atan[14] = 20'h00000;
    assign atan[15] = 20'h00000;
    wire signed [angle_width-1:0]angle_temp;
    assign angle_temp = (micro_rotation[0]?atan[0]:$signed(-atan[0])) + (micro_rotation[1]?atan[1]:$signed(-atan[1])) + (micro_rotation[2]?atan[2]:$signed(-atan[2])) + 
    (micro_rotation[3]?atan[3]:$signed(-atan[3])) + (micro_rotation[4]?atan[4]:$signed(-atan[4])) + (micro_rotation[5]?atan[5]:$signed(-atan[5])) +
    (micro_rotation[6]?atan[6]:$signed(-atan[6])) + (micro_rotation[7]?atan[7]:$signed(-atan[7])) + (micro_rotation[8]?atan[8]:$signed(-atan[8])) +
    (micro_rotation[9]?atan[9]:$signed(-atan[9])) + (micro_rotation[10]?atan[10]:$signed(-atan[10])) + (micro_rotation[11]?atan[11]:$signed(-atan[11])) +
    (micro_rotation[12]?atan[12]:$signed(-atan[12])) + (micro_rotation[13]?atan[13]:$signed(-atan[13])) + (micro_rotation[14]?atan[14]:$signed(-atan[14])) +
    (micro_rotation[15]?atan[15]:$signed(-atan[15]));
    always @(posedge clk) begin
        if (~nreset) begin
            angle_out <= {angle_width{1'b0}};
            done <= 1'b0;
        end
        else begin
            if (enable) begin
                if (quadrant == 2'b11) begin
                    angle_out <= $signed(angle_temp) - $signed(20'h08000);
                end
                else if (quadrant == 2'b10) begin
                    angle_out <= $signed(20'h08000) + $signed(-angle_temp);
                end
                else if (quadrant == 2'b01) begin
                    angle_out <= $signed(-angle_temp);
                end
                else begin
                    angle_out <= angle_temp;
                end
                done <= 1'b1;
            end
            else begin
                done <= 1'b0;
            end
        end
    end
endmodule
`timescale 1ns / 1ps
module stages #(parameter rotation_stage = 1,data_width=16,cordic_steps=16)(
    input clk,
    input nreset,
    input enable,
    input signed [data_width-1:0] x_vec_in,
    input signed [data_width-1:0] y_vec_in,
    input [cordic_steps-1:0] micro_rotation_in,
    input [1:0] quad_in,
    output signed [data_width-1:0] x_vec_out,
    output signed [data_width-1:0] y_vec_out,
    output reg [cordic_steps-1:0] micro_rotation_out,
    output reg [1:0] quad_out,
    output reg done
    );
    reg [data_width-1:0]x_temp_out,y_temp_out;
    assign x_vec_out = x_temp_out;
    assign y_vec_out = y_temp_out;
    always @(posedge clk or negedge nreset) begin
        if (~nreset) begin
            x_temp_out <= {data_width{1'b0}};
            y_temp_out <= {data_width{1'b0}};
            micro_rotation_out <= 1'b0;
            done <= 1'b0;
        end
        else begin
            if (enable) begin
                done <= 1'b1;
                if (!y_vec_in[data_width-1]) begin
                    x_temp_out <= x_vec_in + (y_vec_in>>>rotation_stage);
                    y_temp_out <= y_vec_in - (x_vec_in>>>rotation_stage);
                    micro_rotation_out <= {{(cordic_steps-1-rotation_stage){1'b0}},1'b1,micro_rotation_in[rotation_stage-1:0]};
                end
                else begin
                    x_temp_out <= x_vec_in - (y_vec_in>>>rotation_stage);
                    y_temp_out <= y_vec_in + (x_vec_in>>>rotation_stage);
                    micro_rotation_out <= {{(cordic_steps-1-rotation_stage){1'b0}},1'b0,micro_rotation_in[rotation_stage-1:0]};
                end
                quad_out <= quad_in;
            end
            else begin
                done <= 1'b0;
            end
        end
    end
endmodule
```
**./config.mk**
```make
export PLATFORM = sky130hd
export DESIGN_NAME = cordic_vectoring_top
export DESIGN_NICKNAME = cordic_vectoring_top
export VERILOG_FILES = /design/flow/design.v
export SDC_FILE = /design/flow/constraint.sdc
export NUM_CORES = 4
export LEC_CHECK = 1
export CORE_UTILIZATION = 50
```
==> notes.md <==
Results of the run.

The CTS tree is built. The instance tally after logic synthesis is 5740. For this run, the register share of the synthesized area comes to 33.4%. The tightest min-delay check is of the flop to flop type.

The arrival time of data at the worst endpoint is listed as 7.77 ns. For this block, the routed nets add up to 131000 um of wire. Setup repair after global routing left no endpoint under its margin. The launch instance of the worst min-delay path is quad.quadrant[1]. The summed negative setup slack over all endpoints is 0 ns. The first-pass GRT wire length is 216000 um. The number of post-CTS setup repair buffers is 0. The antenna diode count is 0.

The via count of the first global-routing pass is 39.4k. The number of distinct library cell variants in the gate-level netlist after synthesis is 84. Among all flip-flop cells after synthesis, the most frequent one is dfrtp_1. The floorplan step set the die width to 339 um.

The highest attainable clock frequency is 0.140 GHz. Summed over all nets, the half-perimeter wirelength after detailed placement is 104000 um. The total global-route track usage is 24.4%.

The worst reg2reg path depth is 26. The yosys cell count is 5740. Per the CTS log, the buffer count on the longest clock path is 3. The yosys stat chip area is 56700 sq um.

The kind of critical path is flop to flop. Timing analysis after detailed placement gives a worst setup slack of 0.830 ns. Per the post-synthesis stats, the area per cell is 9.88 sq um.

The core region is 112000 sq um. The combined buffer and inverter count along the critical path is 7. The beginning of the critical path is gen_vectoring[15].STAGE.micro_rotation_out[6]. For this block, the initial DRC count from the detailed router was 1932. The count of unresolved DRC violations after routing is 0. Per the finish-stage timing summary, setup violations number 0. The largest clock skew in the final design is 0.0144 ns. The total of flip-flops plus latches after synthesis is 754. The clock-pin slew on the worst setup and hold paths is 0.06 ns. The insertion delay of the later-clocked pin in the worst-skew pair is 0.66 ns.

During synthesis, Yosys emitted a total of 19 warnings. The number of antenna violations at the first check in global routing is 1. The data required time at the worst endpoint is 8.60 ns. The H-tree was split into 3 levels.

The count of flip-flops with a built-in enable after synthesis is 68. Per the post-route antenna check, the number of violating nets is 0. The post-detailed-route via-to-cell ratio is 5.43. Checking max transition, the worst relative margin is 43.1%. In this run the layout overhead on the synthesized area is reported as 10.1%.

The register-to-register setup slack is 0.83 ns. The starting utilization of the core area is 50.4%. The number of rows in the core area is 123. The proportion of synthesized flip-flops having asynchronous set or reset is 83.6%.

The actual slew at the worst max-slew pin is 0.842 ns. The max-slew violation total from the final report is 0. Per the final layout report, the fraction of cells sized above drive strength 1 comes to 11.5%.

Across all layers, the routed design uses 40.2k vias. In the finished design, the share of the clock period the worst path needs comes to 89.6%. The largest net degree at the start of global routing is 111. The cell chosen for the clock root is clkbuf_16.

The number of port buffers is 87. STA lists the endpoint of the worst register-to-register path as angle_conversion.angle_out[19]. The critical path maximum fanout is 8. Dividing the detail-routed wire length by the instance count gives 17.7 um. The number of gates resized after CTS was 0.

The number of clock buffers added by TritonCTS is 89. The worst setup path is captured at a flop. The number of I/O pins is 88.

The family with the most delay on the worst path is adder cells. The number of optimization iterations in the first detailed-route pass is 5. Hold analysis lists the worst path endpoint as INITIAL.quad_out[1]. After clock tree synthesis, the flow added hold-fix buffers numbering 0. The report gives the cell count of the worst hold path as 0.

Summed over all layers, the global routing overflow is 0. Subtracting the final worst setup slack from the clock period gives 7.17 ns. The launching element type of the critical path is a flop. The mapped netlist covers 56700 sq um.

For reference, the final report shows the hold violation count at 0. The logs give a warning total of 57. The timing report gives the biggest stage delay along the critical path as 0.73 ns. Setup slack closes at 0.832 ns. The number of maximum-capacitance violations recorded for the run is 0. At the end of routability-driven placement, the weighted congestion stood at 0.918.

According to the CTS report, the clock sink count is 754. The total die size is 115000 sq um. The flow ran to the end, and the final reports show no timing, DRC or antenna violations. Looking at the critical path, the single cell with the biggest stage delay is fa_1. For the worst reg-to-reg path, the startpoint reported by OpenROAD is gen_vectoring[15].STAGE.micro_rotation_out[6].

The vertical die dimension reported for this design is 339 um.
-- worst max path at each step --
stage	endpoint	cells after the start	slack (ns)
CTS	angle_conversion.angle_out[19]	26	0.78
global route	angle_conversion.angle_out[19]	26	0.32
finish	angle_conversion.angle_out[19]	26	0.83
-- logic make-up (layout without fill, tap and decap cells) --
logic type / count (synthesis) / count (layout) / share of synthesized area, %
adders and majority gates: 785 / 785 / 19.7
and+or+nand+nor: 1341 / 1341 / 11.3
other: 1 / 1 / 0.00661
DFF: 754 / 754 / 33.4
muxes: 452 / 452 / 8.86
buffers and inverters: 623 / 779 / 4.13
xor gates and xnor gates: 572 / 572 / 8.83
AOI/OAI and AO/OA: 1212 / 1212 / 13.8
-- metrics by stage --
step,hold WS (ns),utilization (%),instances,cell area (sq um)
after global placement,0.387,52.7,7229,59300
after detailed placement,0.395,52.7,7229,59300
final,0.405,55.5,7396,62400
after floorplan,0.352,-,5740,56700
after CTS,0.407,55.5,7396,62400
after global routing,0.417,55.5,7396,62400
-- cell usage after synthesis (11+ instances only) --
master,count,area share (%)
fa_1,183,6.5
or4_1,14,0.19
o211ai_1,21,0.28
o21a_1,45,0.60
a211oi_1,42,0.56
nor4_1,25,0.28
clkbuf_1,116,0.77
nand3_1,56,0.49
o21ai_0,227,2.0
nor2b_1,89,0.98
a21oi_1,374,3.3
nor3b_1,15,0.20
nor3_1,164,1.4
dfrtp_1,630,28
and3_1,39,0.43
a31oi_1,36,0.40
mux2_2,393,7.8
o31ai_1,29,0.38
a211o_1,15,0.23
xor2_1,210,3.2
inv_1,480,3.2
buf_1,23,0.15
o41ai_1,11,0.17
or3_1,48,0.53
and2_1,26,0.29
nand2b_1,41,0.45
or2_2,26,0.29
a21boi_0,17,0.23
o22ai_1,28,0.31
dfxtp_1,56,2.0
a211oi_2,17,0.38
o21ai_1,47,0.41
mux2i_1,57,1.0
ha_1,602,13
edfxtp_1,68,3.6
a21o_1,111,1.5
xnor2_1,362,5.6
nand2_1,289,1.9
o21bai_1,88,1.2
nor4b_1,18,0.28
nor2_1,457,3.0
-- flip-flops by register name, indices dropped and copies added, names as in the netlist, 16 cells and up --
signal,cells
temp_x_vec_out,16
gen_vectoring.STAGE.y_temp_out,209
quad.x_vec_out,16
gen_vectoring.STAGE.micro_rotation_out,135
gen_vectoring.STAGE.quad_out,30
angle_conversion.angle_out,20
gen_vectoring.STAGE.x_temp_out,240
quad.y_vec_out,16
INITIAL.y_temp_out,16
angle,20
-- per-layer routing --
metal	global-route usage (%)	up-vias	wire length [um]	part of all wire [%]
met5	0	-	0	0
met4	3.91	0	2540	1.9
met3	3.63	151	5030	3.8
met2	38.3	515	61200	47
met1	38.1	19213	62100	47
li1	-	20287	-	-
-- area by class of cell --
| class | instances | area, sq um |
|---|---|---|
| clock inverter | 42 | 523 |
| timing repair buffer | 129 | 1210 |
| tap | 1500 | 1880 |
| multi-input combinational | 4363 | 35500 |
| sequential | 754 | 18900 |
| inverter | 483 | 1810 |
| fill | 9706 | 50100 |
| clock buffer | 125 | 2620 |
-- cells in the final DEF (no fill, tap or decap), drive strengths merged, types with 183 or more instances in the layout --
cell type and n:
o21ai 274, dfrtp 630, ha 602, xor2 210, inv 490, mux2 395
xnor2 362, nor2 457, a21oi 383, nand2 289, fa 183
