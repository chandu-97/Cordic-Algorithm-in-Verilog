## /design/flow/config.mk

```make
export PLATFORM = sky130hd
export DESIGN_NAME = cordic_rotation_top
export DESIGN_NICKNAME = cordic_rotation_top
export VERILOG_FILES = /design/flow/design.v
export SDC_FILE = /design/flow/constraint.sdc
export NUM_CORES = 4
export LEC_CHECK = 1
export CORE_UTILIZATION = 40
```

## /design/flow/constraint.sdc

```tcl
current_design cordic_rotation_top

set clk_period 10.9
set clk_io_pct 0.2

create_clock -name clk0 -period $clk_period [get_ports {clk}]

set non_clock_inputs [all_inputs -no_clocks]
set_input_delay [expr $clk_period * $clk_io_pct] -clock clk0 $non_clock_inputs
set_output_delay [expr $clk_period * $clk_io_pct] -clock clk0 [all_outputs]
```

## /design/flow/design.v

```verilog
`timescale 1ns / 1ps
module stages_rotation #(parameter data_width=16,angle_width=16,cordic_steps=16,stage_number=1)(
    input clk,
    input nreset,
    input enable,
    input signed [data_width-1:0] x_vec_in,
    input signed [data_width-1:0] y_vec_in,
    input signed [angle_width-1:0]angle_in,
    input signed [angle_width-1:0]target_angle,
    output signed [data_width-1:0] x_vec_out,
    output signed [data_width-1:0] y_vec_out,
    output reg signed [angle_width-1:0]angle_out,
    output reg signed [angle_width-1:0]target_angle_out,
    output reg done
    );
    wire signed [angle_width-1:0] atan [cordic_steps-1:0];
    assign atan[0] = 20'h02000; 
    assign atan[1] = 20'h012E4;
    assign atan[2] = 20'h009FB;
    assign atan[3] = 20'h00511;
    assign atan[4] = 20'h0028B;
    assign atan[5] = 20'h00145;
    assign atan[6] = 20'h000A2;
    assign atan[7] = 20'h00051;
    assign atan[8] = 20'h00028;
    assign atan[9] = 20'h00014;
    assign atan[10] = 20'h0000A;
    assign atan[11] = 20'h00005;
    assign atan[12] = 20'h00002;
    assign atan[13] = 20'h00001;
    assign atan[14] = 20'h00000;
    assign atan[15] = 20'h00000;
    reg signed [data_width-1:0]x_temp_out,y_temp_out;
    assign x_vec_out = x_temp_out;
    assign y_vec_out = y_temp_out;
    always @(posedge clk) begin
        if (~nreset) begin
            x_temp_out <= $signed({data_width{1'b0}});
            y_temp_out <= $signed({data_width{1'b0}});
				angle_out <= 0;
            done <= 1'b0;
        end
        else begin
            if (enable) begin
                if ($signed(target_angle) <= $signed(angle_in)) begin
                    x_temp_out <= x_vec_in + (y_vec_in>>>(stage_number-1));
                    y_temp_out <= y_vec_in - (x_vec_in>>>(stage_number-1));
                    angle_out <= angle_in - atan[stage_number-1];
                end
                else begin
                    x_temp_out <= x_vec_in - (y_vec_in>>>(stage_number-1));
                    y_temp_out <= y_vec_in + (x_vec_in>>>(stage_number-1));
                    angle_out <= angle_in + atan[(stage_number-1)];
                end
                target_angle_out <= target_angle;
                done <= 1'b1;
            end
            else begin
                x_temp_out <= $signed({data_width{1'b0}});
                y_temp_out <= $signed({data_width{1'b0}});
					 angle_out <= 0;
                done <= 1'b0;
            end
        end
    end
endmodule
`timescale 1ns / 1ps
module cordic_rotation_top#(parameter data_width=16,cordic_steps=16,angle_width=20)(
    input clk,
    input nreset,
    input enable,
    input signed [data_width-1:0] x_vec_in,
    input signed [data_width-1:0] y_vec_in,
    input [angle_width-1:0] target_angle,
    output wire signed  [data_width-1:0] x_vec_out,
    output wire signed  [data_width-1:0] y_vec_out,
    output reg done
    );
    wire signed [data_width-1:0] x [0:cordic_steps-1];
    wire signed [data_width-1:0] y [0:cordic_steps-1];
    wire signed [angle_width-1:0] angle_stages [0:cordic_steps-1];
    wire [1:cordic_steps] status;
	 reg signed [data_width-1+16:0] temp_x_vec_out,temp_y_vec_out;
	 wire done_last_stage;
	 reg signed [data_width-1:0] temp_x_vec_in,temp_y_vec_in;
	 reg [angle_width-1:0]temp_t_ang;
	 wire signed [angle_width-1:0] temp_target_angle [0:cordic_steps-1];
	 reg temp_enable;
	 always @(posedge clk) begin
		if(~nreset) begin
			temp_x_vec_in <= {data_width{1'b0}};
			temp_y_vec_in <= {data_width{1'b0}};
			temp_t_ang <= {angle_width{1'b0}};
			temp_enable <= 1'b0;
		end
		else begin
			if (enable) begin
				temp_enable <= 1'b1;				
				if ($signed(target_angle)>=$signed(20'h04000)) begin
				    if ($signed(target_angle)>=$signed(20'h08000)) begin
				        if ($signed(target_angle)>=$signed(20'h0C000)) begin
				            temp_x_vec_in <= x_vec_in;
                            temp_y_vec_in <= y_vec_in;
                            temp_t_ang <= $signed(target_angle) - $signed(20'h10000);
   				        end
				        else begin
				            temp_x_vec_in <= -x_vec_in;
                            temp_y_vec_in <= -y_vec_in;
                            temp_t_ang <= $signed(target_angle) - $signed(20'h08000);
				        end
				    end
				    else begin
                        temp_x_vec_in <= -x_vec_in;
                        temp_y_vec_in <= -y_vec_in;
                        temp_t_ang <= $signed(target_angle) - $signed(20'h08000);
  				    end
				end
                else if ($signed(target_angle)<=$signed(-20'h04000)) begin
                    if ($signed(target_angle)<=$signed(-20'h08000)) begin
                        if ($signed(target_angle)<=$signed(-20'h0C000)) begin
				            temp_x_vec_in <= x_vec_in;
                            temp_y_vec_in <= y_vec_in;
                            temp_t_ang <= $signed(target_angle) + $signed(20'h10000);
                        end
                        else begin
				            temp_x_vec_in <= -x_vec_in;
                            temp_y_vec_in <= -y_vec_in;
                            temp_t_ang <= $signed(target_angle) + $signed(20'h08000);
                        end
                    end
                    else begin
                        temp_x_vec_in <= -x_vec_in;
                        temp_y_vec_in <= -y_vec_in;
                        temp_t_ang <= $signed(target_angle) + $signed(20'h08000);
                    end
                end
				else begin
					temp_x_vec_in <= x_vec_in;
					temp_y_vec_in <= y_vec_in;
					temp_t_ang <= $signed(target_angle);
				end
			end
			else begin
				temp_enable <= 1'b0;
				temp_x_vec_in <= {data_width{1'b0}};
				temp_y_vec_in <= {data_width{1'b0}};
				temp_t_ang <= {angle_width{1'b0}};
			end
		end
	 end
    assign status[1] = temp_enable;
    assign x[0] = temp_x_vec_in;
    assign y[0] = temp_y_vec_in;
    assign angle_stages[0] = {angle_width{1'b0}};
    assign temp_target_angle[0] = temp_t_ang;
    genvar i;
    generate
        for (i=1;i<cordic_steps-1;i=i+1) begin:gen_rotation
            stages_rotation #(
                .data_width(data_width),
                .angle_width(angle_width),
                .cordic_steps(cordic_steps),
                .stage_number(i)
                )
            first(
                .clk(clk),
                .nreset(nreset),
                .enable(status[i]),
                .x_vec_in(x[i-1]),
                .y_vec_in(y[i-1]),
                .angle_in(angle_stages[i-1]),
                .target_angle(temp_target_angle[i-1]),
                .x_vec_out(x[i]),
                .y_vec_out(y[i]),
                .angle_out(angle_stages[i]),
                .target_angle_out(temp_target_angle[i]),
                .done(status[i+1])
                );
        end
    endgenerate
    stages_rotation #(
        .data_width(data_width),
        .angle_width(angle_width),
        .cordic_steps(cordic_steps),
        .stage_number(cordic_steps-1)
        )
    last(
        .clk(clk),
        .nreset(nreset),
        .enable(status[cordic_steps-2]),
        .x_vec_in(x[cordic_steps-2]),
        .y_vec_in(y[cordic_steps-2]),
        .angle_in(angle_stages[cordic_steps-2]),
        .target_angle(temp_target_angle[cordic_steps-2]),
        .x_vec_out(x[cordic_steps-1]),
        .y_vec_out(y[cordic_steps-1]),
        .angle_out(angle_stages[cordic_steps-1]),
        .target_angle_out(temp_target_angle[cordic_steps-1]),
        .done(done_last_stage)
        );
    reg counter;
	assign x_vec_out = temp_x_vec_out[data_width+7:8];
	assign y_vec_out = temp_y_vec_out[data_width+7:8];
	 always @(posedge clk) begin
        if (~nreset) begin
            done <= 1'b0;
        end
        else begin
            if (done_last_stage) begin
                    temp_x_vec_out <= $signed(x[cordic_steps-1])*$signed(16'b0000000010011011);
                    temp_y_vec_out <= $signed(y[cordic_steps-1])*$signed(16'b0000000010011011);
                    done <= 1'b1;
            end
        end
    end
endmodule
```

## /design/flow/run.sh

```bash
#!/bin/bash
# OpenROAD 26Q1-2900-gdf79404cd8, Yosys 0.63+post, stock flow scripts
make -C /OpenROAD-flow-scripts/flow DESIGN_CONFIG=/design/flow/config.mk WORK_HOME=/design/flow/orfs finish
```

==> reports/qor.yml <==
drt-wirelength-per-cell_um: 15.9
synthesis.area_mm2: 0.0743
viasPerCell: 5.08
setup_viol: 0
yosysChipArea_mm2: 0.0743
drt_pass1_iterations: 5
initial_core_util_pct: 40.4
vias: 55100
fmax_mhz: 156
core-area_mm2: 0.184
grt_start_max_net_pins: 52
cp_max_fo: 36
ys_ff: 1108
postSynthSeqShare_pct: 34.1
synth_cell_types: 89
clk_latency_ns: 0.78
die_x_um: 433
ant_nets: 0
routed_wl_um: 173000
holdCritPathClass: "reg -> reg"
hold_buffers: 0
final_core_util_pct: 44.7
die_area_mm2: 0.187
crit_path_start_kind: "flop"
num_rows: 157
htreeDepth: 3
gp_congestion: 0.916
stdcell_area_mm2: 0.0821
fin_hold_ws_ns: 0.428
drive_above_1_share_pct: 4.00
setup.worst_path.class: "reg -> reg"
slew_headroom_pct: 22.9
drv_cap: 0
period_used_pct: 58.6
lay_top_count: "ha_1"
cts_resized: 0
cts_tree: "built"
end_kind: "flop"
edf_count: 312
worstMarginPinSlew_ns: 1.15
synth_area_leader_cell: "dfxtp_1"
grt_first_pass_wirelength_um: 280000
cts_setup_buffers: 0
worstPathRequired_ns: 11.54
placed_cells: 10600
tns_ns: 0
syn_inst: 8197
status: "finished clean"
first_iter_violations: 2773
vdd_ir_drop_max_mv: 0.127
drc_errors: 0
synth_top_area_share_pct: 21.5
fin_worst_skew_ns: 0.0615
warning_count: 68
post_dp_cell_area_mm2: 0.0780
async_reset_ff_share_pct: 0
top_layer: "met5"
area_growth_syn_to_layout_pct: 10.5
power_density_mw_per_mm2: 112
wl_met2_um: 81400
cp.arrival_ns: 7.04
die_h_um: 433
grt_setup_unrepaired: "no"
power_mw: 9.18
hpwl_um: 140000
yosysWarnings: 16
cts_sinks: 1108
routedLengthMet1_um: 81400
synth.avg_cell_area_um2: 9.06
root_buffer: "clkbuf_16"
met3_length_um: 5430
setup_ws_ns: 4.51
instances_no_fill: 10900
p_leak_nw: 36.3
hold_viol: 0
numCtsBuffers: 119
grt_overflow_total: 0
grt_use_total_pct: 19.2
synthFlopType: "dfxtp_1"
drv_slew: 0
ys_cells: 8197
dp_slack_ns: 4.49
final_layout_top_logic_cells: "1,080 x ha_1, 953 x nor2_1, 812 x inv_1, 796 x dfxtp_1, 553 x a21oi_1"
grt_pass1_vias: 53200
numPortBuffers: 87
io_pins: 88
antenna_found_initial: 1
clk_pin_slew_ns: 0.06
area_leaders: "dfxtp_1 21%, ha_1 18%, edfxtp_1 13%"
finalCriticalPeriod_ns: 6.39
cts_max_path_buffers: 3
sequential cells by signal (all words and copies together), names as in the netlist:
name and flops:
gen_rotation.first.target_angle_out 280, gen_rotation.first.angle_out 249, gen_rotation.first.x_temp_out 224, gen_rotation.first.y_temp_out 223, temp_t_ang 20, last.x_temp_out 16, last.y_temp_out 16, temp_x_vec_in 16
temp_x_vec_out 16, temp_y_vec_in 16, temp_y_vec_out 16, gen_rotation.first.done 13, done 1, last.done 1, temp_enable 1
power breakdown:
| group | internal, mW | total, mW | switching [mW] |
|---|---|---|---|
| clock | 2.41 | 4.15 | 1.74 |
| combinational | 0.335 | 0.762 | 0.427 |
| sequential | 4.24 | 4.27 | 0.0308 |
worst paths after layout:
path                                                                  from                                          to  slack, ns  cells past startpoint
worst min-delay path                                        temp_t_ang[13]  gen_rotation[1].first.target_angle_out[13]       0.43                      0
worst max-delay path            gen_rotation[10].first.target_angle_out[5]        gen_rotation[11].first.angle_out[19]       4.51                     24
worst max register to register  gen_rotation[10].first.target_angle_out[5]        gen_rotation[11].first.angle_out[19]       4.51                     24
worst min register to register                              temp_t_ang[13]  gen_rotation[1].first.target_angle_out[13]       0.43                      0
cells by family (layout without fill, tap and decap cells):
logic type,after synthesis,after routing,share of synthesized area [%]
multiplexers,72,72,0.997
AND/OR/NAND/NOR,2348,2348,14.7
AND-OR/OR-AND,1741,1741,14.9
other,0,1,0
XOR/XNOR,731,731,8.69
adder cells (fa/ha/maj),1210,1210,21.6
buffers and inverters,987,1184,4.99
flip-flops,1108,1108,34.1
cells in the mapped netlist (20+ instances only):
cell and n:
clkbuf_1 146, o41ai_1 37, ha_1 1080, fa_1 126, nor3_1 243, o31ai_1 44
a21boi_0 71, nor2_1 953, nand3_1 74, dfxtp_1 796, nand2_1 465, o21bai_1 119
a21oi_1 553, xnor2_1 434, nor4_1 37, edfxtp_1 312, o211ai_1 32, a31oi_1 39
a21o_1 229, nand4_1 70, or4_1 21, xor2_1 293, mux2i_1 56, nor2b_1 95
inv_1 812, or3_1 68, and2_1 44, o21ai_0 355, a311oi_1 22, and3_1 97
or2_2 36, a211oi_1 26, nand2b_1 69, o21a_1 81, buf_1 20
critical path, cell delays in order (launching register included):
cell and delay, ns:
edfxtp_1 0.43, ha_1 0.32, a21o_1 0.18, a21o_1 0.17, a21o_1 0.17, a21o_1 0.18, a221o_1 0.37, a21oi_1 0.20
nand3b_1 0.10, o211ai_1 0.09, buf_4 0.42, inv_1 0.33, fa_1 0.47, nor2b_1 0.16, o21ai_0 0.11, a21boi_0 0.25
o21ai_0 0.16, a21boi_0 0.26, o21ai_0 0.16, a21boi_0 0.35, o31ai_1 0.21, a211oi_1 0.41, nor4_1 0.11, or3_1 0.36
a21oi_1 0.27
area by class of cell:
class | count | area [µm²]
antenna | 1 | 2.50
multi-input combinational | 6102 | 45300
sequential | 1108 | 25300
inverter | 819 | 3070
fill | 17300 | 102000
tap | 2464 | 3080
clock buffer | 169 | 3500
timing repair buffer | 140 | 1270
clock inverter | 56 | 561
metal layers:
layer,global-route usage (%),up-vias
met2,31.5,736
met5,0,-
li1,-,28700
met1,27.6,25400
met3,2.34,251
met4,4.52,2
Power figures rest on the tool's default switching activity, not on a simulated workload.
